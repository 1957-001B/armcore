### ./config.mk
export PLATFORM = sky130hd
export DESIGN_NAME = alu
export DESIGN_NICKNAME = alu
export VERILOG_FILES = /design/flow/design.v
export SDC_FILE = /design/flow/constraint.sdc
export NUM_CORES = 4
export LEC_CHECK = 1
export CORE_UTILIZATION = 30
### ./constraint.sdc
current_design alu

set clk_period 42.2
set clk_io_pct 0.2

create_clock -name clk0 -period $clk_period

set non_clock_inputs [all_inputs -no_clocks]
set_input_delay [expr $clk_period * $clk_io_pct] -clock clk0 $non_clock_inputs
set_output_delay [expr $clk_period * $clk_io_pct] -clock clk0 [all_outputs]
### ./design.v
`timescale 1ns/1ps
localparam CBZ_OP  = 8'b10110100;
localparam MOVZ_OP = 9'b110100101;
localparam CMP_OP  = 11'b11101011001;
localparam SUB_OP  = 9'b110100010;
localparam ADD_OP  = 9'b100100010;
localparam B_OP    = 6'b000101;
localparam HLT_OP     = 8'hE1;
module alu (
  output wire zero,
  input [63:0] A,
  input [63:0] B,
  input [3:0] alu_op,
  output reg [63:0] result 
);
localparam OP_AND    = 4'b0000;
localparam OP_ORR    = 4'b0001;  
localparam OP_ADD    = 4'b0010;
localparam OP_SUB    = 4'b0110;
localparam OP_CPZ    = 4'b0111;  
always @(*) begin
case (alu_op) 
    OP_AND: result = A & B;
    OP_ORR: result = A | B;
    OP_ADD: result = A+B;
    OP_SUB: result = A-B;
    OP_CPZ: result = B | 64'b0;  
    default: result = 64'b0;
endcase
end
assign zero = (result == 64'b0) ? 1'b1 : 1'b0;
endmodule
### ./run.sh
#!/bin/bash
# OpenROAD 26Q1-2900-gdf79404cd8, Yosys 0.63+post, stock flow scripts
make -C /OpenROAD-flow-scripts/flow DESIGN_CONFIG=/design/flow/config.mk WORK_HOME=/design/flow/orfs finish
==> out/metrics.yaml <==
status: "complete, no violations"
p_int_uw: 63.8
hold_slack_ns: 17.64
drt-vias-per-instance: 6.13
hold_viol_final: 0
antenna_found_initial: 3
core_area_um2: 26000
dr.pass1.iters: 9
fin_crit_sh_pct: 59.0
synthDistinctLibCells: 90
area_growth_pct: 26.5
io_buffer_count: 197
clkPwrFrac_pct: 0
n_fill_cell: 2758
worst-setup-path-type: "in2out"
gp_congestion: 1.01
min_period_ns: 24.90
rows: 59
fp_util_pct: 30.5
nClkBuffers: 0
cpMostUsedCell: "o21ai_0"
start_kind: "input port"
lay_top_cells: "clkdlybuf4s50_1, a21oi_1, nand2_1"
slew_violations: 0
cts_hold_buf: 0
ioPinCount: 197
cts_resized: 0
grt.total_usage_pct: 27.0
setup_tns_ns: 0
setup_viol: 0
grt_setup_unrepaired: "false"
end_kind: "output port"
postLayoutCoreUtil_pct: 38.6
slowest_stage: "or4_4"
leakage_nw: 3.61
routed_wl_um: 36600
seq_power_share_pct: 0
grt_pass1_wl_um: 55900
worstPathArrival_ns: 16.46
regArea_um2: 0
yosys_warnings: 1
worstMarginPinSlew_ns: 0.966
ys_seq_share_pct: 0
p_comb_share_pct: 100.0
syn-cell-area_um2: 7930
crit_path_start: "B[4]"
grt_max_degree: 55
synth.avg_cell_area_um2: 6.66
switching_share_pct: 57.7
crit_end: "zero"
die_w_um: 165
drtIter0Drc: 885
crit_chain: "clkdlybuf4s50_1 > or4_4 > or2_2 > nor3_1 > and2_1 > and3_1 > nand2_1 > o21ai_0 > o21ai_0 > xnor2_1 > ha_1 > nand4_1 > nor4_1 > nand4bb_1 > a21oi_1 > a211oi_1 > o21ai_0 > xnor2_1 > o22ai_1 > nor4b_1 > nand3_1 > nor4_2 > clkdlybuf4s50_1"
post_cts_buffers: 0
max_freq_mhz: 40.2
tool_warnings: 34
grt_pass1_vias: 9574
layout.cells.most_common: "clkdlybuf4s50_1"
yosys_area_um2: 7930
relSlewSlack_pct: 34.9
wl_per_cell_um: 22.2
drtAntennaViolNets: 0
die_area_um2: 27100
place_hpwl_um: 30100
irDropWorstVdd_uv: 4.83
crit_fanout: 11
die.size.y_um: 165
synthCells: 1191
netSwitchingPower_uw: 87.0
drive_gt1_share_pct: 3.88
hold_class: "in2out"
max_stage_delay_ns: 0.57
drc: 0
cap_violations: 0
grt_overflow: 0
vias: 10100
seq_cells: 0
logic_area_um2: 7430
crit_required_ns: 33.76
powerDensity_nw_per_um2: 15.0
yosys_cells: 1191
## routing by layer
| layer | global-route usage (%) | wire (um) | vias up |
|---|---|---|---|
| met5 | 0 | 23 | - |
| met4 | 7.30 | 1190 | 4 |
| met3 | 4.51 | 2970 | 80 |
| met2 | 43.2 | 16500 | 490 |
| met1 | 37.3 | 16000 | 4704 |
| li1 | - | - | 4836 |
## synthesized netlist by cell type (all sizes together) (4+ instances only)
library cell	n	share of area (%)
o41ai	9	0.99
o21a	8	0.76
or3	19	1.6
clkbuf	64	3.0
and3	14	1.1
o21ba	4	0.50
a21o	23	2.2
o221ai	5	0.55
maj3	63	7.9
a221oi	5	0.63
nand3	27	1.8
a21boi	4	0.38
nor3	32	2.1
o221a	5	0.82
xor2	52	5.7
nor4	16	1.7
inv	34	1.6
a211oi	12	1.1
nand2	98	4.6
a211o	8	0.88
a31oi	8	0.63
o22ai	21	1.7
or2	7	0.55
xnor2	47	5.2
o31ai	15	1.5
buf	21	1.9
o32ai	6	0.66
a21oi	99	6.2
nor2b	7	0.55
and2	12	0.95
o21ai	97	6.2
or4	7	0.71
a2111oi	6	0.82
o211ai	9	0.85
o21bai	13	1.2
nand2b	10	0.79
ha	66	10
a22oi	54	5.1
nor2	88	4.2
a22o	10	1.1
nand4	39	3.1
## worst max-delay path, delay by kind of cell
kind / cells / cell delay (ns)
xor gates and xnor gates: 2 / 0.43
adders and majority gates: 1 / 0.52
buffers and inverters: 2 / 1.05
AOI/OAI and AO/OA: 6 / 1.83
and+or+nand+nor: 12 / 4.19
## kinds of logic (layout without fill, tap and decap cells)
kind of cell	Yosys count	count (layout)	synth area share [%]
adders and majority gates	130	130	18.6
buffers and inverters	119	243	6.53
other	0	1	0
muxes	3	3	0.379
AOI/OAI and AO/OA	448	448	38.1
and+or+nand+nor	392	392	25.5
xor gates and xnor gates	99	99	10.9
## through the flow
stage	setup WS (ns)	instance area, um^2	cells	power [mW]
after floorplan	20.39	7930	1191	0.0889
after global placement	17.33	10000	1650	0.149
after detailed placement	17.44	10000	1650	0.148
after CTS	17.43	10000	1650	0.148
after global routing	16.93	10000	1651	0.164
final	17.30	10000	1651	0.151
## area by class of cell
cell class,count,area share (%)
antenna,1,0.0249
inverter,34,1.27
multi-input combinational,1072,74.1
tap,335,4.18
timing repair buffer,209,20.4
## power by group through the flow
| stage | clock [mW] | sequential [mW] | combinational [mW] |
|---|---|---|---|
| global route | 0.00000000317 | 0 | 0.164 |
| CTS | 0 | 0 | 0.148 |
| finish | 0.00000000318 | 0 | 0.151 |
## worst min path at each step
stage	startpoint	endpoint	slack [ns]	depth (start not counted)
6_report	alu_op[3]	result[59]	17.64	3
4_1_cts	alu_op[3]	result[59]	17.66	3
5_1_grt	alu_op[3]	result[54]	17.68	3
No activity file was given, so power comes from the tool's default toggle rates.
