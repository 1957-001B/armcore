==> /design/flow/design.v <==
`timescale 1ns/1ps
localparam CBZ_OP  = 8'b10110100;
localparam MOVZ_OP = 9'b110100101;
localparam CMP_OP  = 11'b11101011001;
localparam SUB_OP  = 9'b110100010;
localparam ADD_OP  = 9'b100100010;
localparam B_OP    = 6'b000101;
localparam HLT_OP     = 8'hE1;
module imem (
input wire [63:0] pc,  
input wire clk,
output reg [31:0] instruction  
);
  localparam MEMSIZE = 1024;  
  localparam INSTRUCTION_N = 8;
  reg [31:0] i_mem[0:MEMSIZE-1];
initial begin 
    i_mem[0] = 32'hd2800088;   
    i_mem[1] = 32'hd2800020;   
    i_mem[2] = 32'h58000081;   
    i_mem[3] = 32'hd28001a2;   
    i_mem[4] = 32'hd2800028;
    i_mem[5] = 32'hd2800000;
    i_mem[6] = 32'hd4000001;
    i_mem[7] = 32'hE1000070;    
    for (integer i = INSTRUCTION_N; i < MEMSIZE; i = i+1) begin
      i_mem[i] = 32'hd540643f;  
    end
  end
  always @(posedge clk) begin
    instruction <= i_mem[pc[11:2]];  
  end
endmodule
==> /design/flow/run.sh <==
#!/bin/bash
# OpenROAD 26Q1-2900-gdf79404cd8, Yosys 0.63+post, stock flow scripts
make -C /OpenROAD-flow-scripts/flow DESIGN_CONFIG=/design/flow/config.mk WORK_HOME=/design/flow/orfs finish
==> /design/flow/config.mk <==
export PLATFORM = sky130hd
export DESIGN_NAME = imem
export DESIGN_NICKNAME = imem
export VERILOG_FILES = /design/flow/design.v
export SDC_FILE = /design/flow/constraint.sdc
export NUM_CORES = 4
export LEC_CHECK = 1
export CORE_AREA = 10 10 70 70
export DIE_AREA = 0 0 80 80
export SYNTH_MEMORY_MAX_BITS = 65536
==> /design/flow/constraint.sdc <==
current_design imem

set clk_period 2.2
set clk_io_pct 0.2

create_clock -name clk0 -period $clk_period [get_ports {clk}]

set non_clock_inputs [all_inputs -no_clocks]
set_input_delay [expr $clk_period * $clk_io_pct] -clock clk0 $non_clock_inputs
set_output_delay [expr $clk_period * $clk_io_pct] -clock clk0 [all_outputs]
==> flow_summary.ini <==
; yosys + openroad results
[grt]
grtUsageTotal = 0.04183
antenna_violations_before_repair = 0
grt-ovfl-total = 0
largest_net_degree_at_the_start_of_global_routing = 11
vias_in_the_first_global_route = 510
grt_first_pass_wirelength_mm = 2.187

[detailed_routing]
routed_wl_mm = 1.465
vias = 497
detail_route.vias_per_cell = 3.576
sum_of_routed_wire_segments_on_met1_um = 620
drtAntennaViolNets = 0
drc = 0
dr.max_layer_used = met4
drtPass1Iterations = 4
routed_wire_length_per_instance_um = 10.54
antenna_cells_inserted = 0
drt_iter0_markers = 13
met2_wirelength_um = 585
route.met3.wl_um = 225

[floorplan]
chipHeight_um = 80
core.rowCount = 21
core_mm2 = 0.003416
die-width_um = 80
io_pins = 97
dieArea_mm2 = 0.006400
fp_util = 0.1912

[final_timing]
final-max-slew-violation-count = 0
post-route-min-period_ns = 1.743
fmaxAchievable_ghz = 0.5736
worst_slack_ns = 0.4566
final-hold-violation-count = 0
period_used_share = 0.7925
unrepaired_setup_endpoints_after_global_routing = false
setup_viol_count_final = 0
setup-tns-final_ns = 0

[yosys]
postSynthRegisterBits = 14
synth.yosys.chip_area_um2 = 653.1
netlist_area_um2 = 653.1
post_synth_inst_count = 69
ys_types = 18
ys_warn_count = 1
ys_seq_share = 0.4291
yosysCellCount = 69
syn_avg_cell_area_um2 = 9.466

[clock_network]
cts_tree = built
cts_inserted_buffers = 3
holdBufCountCts = 0
cts.repair_timing.setup_buffer_count = 0
clock_sinks = 14
path_clk_slew_ns = 0.07
clock_tree.htree_level_count = 1
clockRootBuffer = sky130_fd_sc_hd__clkbuf_4
ctsResizeCount = 0
cts_buffer_depth = 2

[finish]
layout-drive-gt1-share = 0.06452
layout.filler_cells = 393
area_delta_synth_final_pct = 44.64
ff_latch_area_um2 = 280.3
final_cell_area_um2 = 944.7
largest_registers = instruction (14)
layout.cells.most_common = sky130_fd_sc_hd__clkdlybuf4s50_1
area.combinational_um2 = 247.7
largest_reg_flops = 14
max_flop_register = instruction
layout.cells.most_common_list = sky130_fd_sc_hd__clkdlybuf4s50_1, sky130_fd_sc_hd__dfxtp_1, sky130_fd_sc_hd__conb_1

[power]
power.density_mw_per_mm2 = 455.7
power_mw = 0.4305
vdd_ir_drop_max_mv = 0.1182
static-leakage-power_nw = 0.3703

[setup_path]
critPathCaptureType = flop
worst-path-max-fanout = 6
cp.required_ns = 2.35
setup.worst_path.end = instruction[3]
cp.arrival_ns = 1.89
worst_setup_path_startpoint = pc[10]
timing_worst_setup_path_type = in2reg
cp-start-kind = primary input

[status]
status = finished clean

[run]
log.warning_count = 83
maxCapViolations = 0

[place]
place.gp.congestion = 0.8167
placement.io_buffers = 31
hpwl_mm = 1.310
placedInstanceArea_um2 = 922.1
pre_cts_ws_ns = 0.1673

[worst_hold_path]
hold_class = in2reg
## through the flow
| step | util | hold slack (ns) | std cells |
|---|---|---|---|
| 2_1_floorplan | - | 0.5402 | 78 |
| 3_3_place_gp | 0.2700 | 1.118 | 136 |
| 3_5_place_dp | 0.2700 | 1.122 | 136 |
| 4_1_cts | 0.2766 | 0.9139 | 139 |
| 5_1_grt | 0.2766 | 0.9418 | 139 |
| 6_report | 0.2766 | 0.9203 | 139 |
## layout make-up
class / instances / area share
Clock buffer: 3 / 0.02384
Inverter: 3 / 0.01192
Multi-Input combinational cell: 40 / 0.2623
Sequential cell: 14 / 0.2967
Tap cell: 46 / 0.06093
Timing Repair Buffer: 33 / 0.3444
## worst max-delay path: stages
cell and delay, ns:
sky130_fd_sc_hd__clkdlybuf4s50_1 0.41, sky130_fd_sc_hd__or4_1 0.66, sky130_fd_sc_hd__or3_1 0.38
## metal layers
| metal | GRT usage | vias to the layer above |
|---|---|---|
| met1 | 0.04846 | 217 |
| met5 | 0 | - |
| met2 | 0.06501 | 32 |
| li1 | - | 246 |
| met4 | 0.01408 | 0 |
| met3 | 0.02159 | 2 |
## cells in the mapped netlist
| cell | instances | area, µm² |
|---|---|---|
| sky130_fd_sc_hd__conb_1 | 2 | 7.510 |
| sky130_fd_sc_hd__and3_1 | 1 | 6.260 |
| sky130_fd_sc_hd__buf_4 | 18 | 135.1 |
| sky130_fd_sc_hd__clkbuf_1 | 2 | 7.510 |
| sky130_fd_sc_hd__or3_1 | 2 | 12.51 |
| sky130_fd_sc_hd__a2111oi_2 | 1 | 15.01 |
| sky130_fd_sc_hd__nand2b_1 | 2 | 12.51 |
| sky130_fd_sc_hd__nand3_1 | 6 | 30.03 |
| sky130_fd_sc_hd__ha_1 | 5 | 62.56 |
| sky130_fd_sc_hd__nand2_1 | 3 | 11.26 |
| sky130_fd_sc_hd__o2111ai_1 | 1 | 8.760 |
| sky130_fd_sc_hd__or4_1 | 1 | 7.510 |
| sky130_fd_sc_hd__inv_1 | 3 | 11.26 |
| sky130_fd_sc_hd__nor3_1 | 3 | 15.01 |
| sky130_fd_sc_hd__nor4_1 | 3 | 18.77 |
| sky130_fd_sc_hd__buf_2 | 1 | 5.000 |
| sky130_fd_sc_hd__dfxtp_1 | 14 | 280.3 |
| sky130_fd_sc_hd__nor2b_1 | 1 | 6.260 |
## power by group
group	total (mW)	leakage, nW	switching (mW)	internal (mW)
Combinational	0.0455	0.243	0.0201	0.0254
Clock	0.131	0.0138	0.0676	0.0631
Sequential	0.254	0.113	0.000328	0.254
Total	0.430	0.370	0.0879	0.343
## worst min-delay path by stage
stage                 startpoint               to  slack [ns]  cells after the start
after CTS                  pc[3]  instruction[25]        0.91                      2
after global routing       pc[7]  instruction[22]        0.94                      4
final                      pc[3]  instruction[25]        0.92                      2
## logic make-up after synthesis
group,Yosys count,share of synthesized area
buf+inv,24,0.2433
simple gates,22,0.1839
flops,14,0.4291
fa+ha+maj,5,0.09579
compound gates,2,0.03639
other cells,2,0.01150
Power and IR drop assume default switching activity.
